## design/flow/constraint.sdc

```tcl
current_design Log2flowthru

set clk_period 6.4
set clk_io_pct 0.2

create_clock -name clk0 -period $clk_period

set non_clock_inputs [all_inputs -no_clocks]
set_input_delay [expr $clk_period * $clk_io_pct] -clock clk0 $non_clock_inputs
set_output_delay [expr $clk_period * $clk_io_pct] -clock clk0 [all_outputs]
```

## design/flow/design.v

```verilog
module Log2flowthru
(
	input [23:0]	DIN,
	output	[7:0]	DOUT
);
wire	[3:0]	priencout1;
wire	[3:0]	LUTout; 
assign	DOUT	=	{priencout1, LUTout};	 
wire	[19:0]	barrelin	=	DIN[22:3];
wire	[19:0]	tmp1 =	(barrelin << ~priencout1);
wire 	[4:0]	barrelout	=	tmp1[19:15];
wire	[15:0]	priencin = DIN[23:8];
always @*
casex (priencin)
	16'b1xxxxxxxxxxxxxxx:	priencout1	=	15;
	16'b01xxxxxxxxxxxxxx:	priencout1	=	14;
	16'b001xxxxxxxxxxxxx:	priencout1	=	13;	
	16'b0001xxxxxxxxxxxx:	priencout1	=	12;	
	16'b00001xxxxxxxxxxx:	priencout1	=	11;	
	16'b000001xxxxxxxxxx:	priencout1	=	10;	
	16'b0000001xxxxxxxxx:	priencout1	=	9;	
	16'b00000001xxxxxxxx:	priencout1	=	8;	
	16'b000000001xxxxxxx:	priencout1	=	7;	
	16'b0000000001xxxxxx:	priencout1	=	6;	
	16'b00000000001xxxxx:	priencout1	=	5;	
	16'b000000000001xxxx:	priencout1	=	4;	
	16'b0000000000001xxx:	priencout1	=	3;	
	16'b00000000000001xx:	priencout1	=	2;	
	16'b000000000000001x:	priencout1	=	1;	
	16'b000000000000000x:	priencout1	=	0;
endcase
always @*
case (barrelout)
	0:	LUTout	=	0;
	1:	LUTout	=	1;
	2:	LUTout	=	1;
	3:	LUTout	=	2;
	4:	LUTout	=	3;
	5:	LUTout	=	3;
	6:	LUTout	=	4;
	7:	LUTout	=	5;
	8:	LUTout	=	5;
	9:	LUTout	=	6;
	10:	LUTout	=	6;
	11:	LUTout	=	7;
	12:	LUTout	=	7;
	13:	LUTout	=	8;
	14:	LUTout	=	8;
	15:	LUTout	=	9;
	16:	LUTout	=	9;
	17:	LUTout	=	10;
	18:	LUTout	=	10;
	19:	LUTout	=	11;
	20:	LUTout	=	11;
	21:	LUTout	=	12;
	22:	LUTout	=	12;
	23:	LUTout	=	13;
	24:	LUTout	=	13;
	25:	LUTout	=	13;
	26:	LUTout	=	14;
	27:	LUTout	=	14;
	28:	LUTout	=	14;	 
	29:	LUTout	=	15;
	30:	LUTout	=	15;
	31:	LUTout	=	15;
endcase
endmodule
```

## design/flow/run.sh

```bash
#!/bin/bash
# OpenROAD 26Q1-2900-gdf79404cd8, Yosys 0.63+post, stock flow scripts
make -C /OpenROAD-flow-scripts/flow DESIGN_CONFIG=/design/flow/config.mk WORK_HOME=/design/flow/orfs finish
```

## design/flow/config.mk

```make
export PLATFORM = sky130hd
export DESIGN_NAME = Log2flowthru
export DESIGN_NICKNAME = Log2flowthru
export VERILOG_FILES = /design/flow/design.v
export SDC_FILE = /design/flow/constraint.sdc
export NUM_CORES = 4
export LEC_CHECK = 1
export CORE_AREA = 10 10 91 91
export DIE_AREA = 0 0 101 101
```

==> run summary <==
Yosys aoi share: 37.2%
Total wire length: 3960 µm
Worst vdd ir: 0.0457 mV
Number of I/O pins: 32
CP cell instances: clkdlybuf4s50_1 > or4_4 > nor4_2 > a211oi_4 > mux2i_1 > o21ai_1 > a221o_1 > a311oi_4 > or2_1 > a2bb2oi_1 > o22a_1 > clkdlybuf4s50_1
Max incr delay on CP: 0.57 ns
Setup WS pre-CTS: 0.0926 ns
# Cells Yosys: 157
Setup-failing EPs final: 0
Period minus WS final: 6.22 ns
Critical path buffer and inverter count: 2
Cells after synthesis: 157
Final hold vios: 0
Yosys stat area: 1150 µm²
PnR worst setup slack: 0.185 ns
Post-synth top area share: 8.68%
Row cnt: 29
Fmax: 161 MHz
Dominant comb cell: AND-OR/OR-AND gates
Pwr/cell area: 77.8 nW/µm²
IO buf count: 29
Worst endpoint required time: 5.12 ns
Dpl hpwl: 3320 µm
Top delay family on crit path: AND-OR/OR-AND gates
Synthesized area: 1150 µm²
Antenna Cells: 0
Total GRT Usage: 7.25%
FF+latch count: 0
Status: finished, final reports clean
Largest net degree at the start of global routing: 11
DRC Markers: 0
Adder-Cell Fraction of Synth Area: 4.34%
Clock buf count: 0
Most used cell, CP: clkdlybuf4s50_1
Synth mux share: 15.2%
Number of global-route vias before repair: 1326
Die area: 10200 µm²
Share of layout cells above drive strength 1: 32.5%
Distinct lib cells: 64
Final Max Slew Viols: 0
Leakage: 0.000701 µW
Die H: 101 µm
Area Overhead vs Synth: 55.5%
First-pass GRT wire length: 6350 µm
Max_cap viols: 0
Post-CTS Hold Buffers: 0
Core ar.: 6350 µm²
Post-synthesis average cell area: 7.35 µm²
Worst setup path start: DIN[19]
Die Wd: 101 µm
Drt pass-1 iters: 4
Placed Area: 1700 µm²
Log Warnings: 37
Vias per cell: 4.76
GRT overflow: 0
HP Start: DIN[22]
Worst Path Arrival: 4.94 ns
Routability cong.: 0.883
Simple share: 35.9%
Register area: 0 µm²
Yosys xor share: 0%
Cycle use final: 97.1%
Vias: 1375
Cell area leaders: mux2i_1, nand2_1, a21oi_1, ha_1, nor2_1
Worst-path fanout max: 10
Register area share after synthesis: 0%
Worst hold path type: in -> out
Yosys top cell by area: mux2i_1
Crit. End Element: output port
Yosys warning total: 49
Final ANT Viol Nets: 0
Finished Cell Area: 1790 µm²
Routed len/inst: 13.7 µm
Initial antenna violation count: 0
Crit Path Class: in -> out
Worst relative slew slack: 56.6%
Worst-margin pin slew: 0.643 ns
DRT iter0 DRCs: 103
Fp_density: 18.2%
Crit start category: primary input
CP max-delay cell: or4_4
## worst min-delay path: stages
cell and delay (ns):
dlymetal6s2s_1 0.16, or4_4 0.20, nor2_4 0.05, a41oi_2 0.22, buf_4 0.18, a211oi_2 0.06, dlymetal6s2s_1 0.12
## Yosys cell counts, drive strengths merged, types with 3 or more instances
library cell  instances
mux2                  6
a21oi                11
nor3                  3
o21ai                 7
o22ai                 3
o221ai                3
inv                  11
nand2                20
or4                   3
ha                    4
nor4                  4
nand2b                4
nand3                 9
nor2                 14
or2                   4
a31oi                 3
mux2i                10
a211oi                4
buf                   4
## path summary, 6_finish.rpt
path  depth (start not counted)  slack, ns  endpoint
max                          12       0.18   DOUT[2]
min                           7       3.55   DOUT[1]
## stage by stage
step                util [%]  power, µW  hold WS [ns]  setup TNS [ns]  std cells
floorplan                  -       73.6          2.84               0        157
global placement        26.7        132          3.91               0        284
detailed placement      26.7        133          3.90               0        284
CTS                     26.7        134          3.91               0        284
global route            28.3        154          3.65        -0.00171        289
finish                  28.3        140          3.55               0        289
## layout by cell type, fill, tap and decap left out, types with 2 or more instances in the layout
| cell | netlist | routed |
|---|---|---|
| nand2_1 | 20 | 20 |
| o21ai_0 | 4 | 4 |
| nor2_4 | 3 | 3 |
| nor4_2 | 1 | 2 |
| nand2b_1 | 3 | 3 |
| mux2_4 | 2 | 2 |
| o21a_1 | 2 | 2 |
| buf_4 | 1 | 31 |
| ha_1 | 4 | 3 |
| a32oi_1 | 2 | 2 |
| mux2_2 | 2 | 2 |
| mux2_1 | 2 | 2 |
| a22o_1 | 2 | 2 |
| mux2i_1 | 10 | 8 |
| nand3_1 | 8 | 7 |
| or4_4 | 2 | 2 |
| o22ai_1 | 3 | 3 |
| clkdlybuf4s50_1 | 0 | 26 |
| a21oi_1 | 10 | 9 |
| inv_2 | 3 | 3 |
| inv_1 | 7 | 7 |
| nor3_1 | 2 | 2 |
| nand3_2 | 1 | 2 |
| o21ai_1 | 2 | 2 |
| a21oi_2 | 1 | 2 |
| o221ai_1 | 2 | 2 |
| a31oi_1 | 3 | 3 |
| nor2_1 | 11 | 11 |
| o31ai_1 | 2 | 2 |
| a211oi_2 | 2 | 2 |
| or2_2 | 3 | 3 |
| dlymetal6s2s_1 | 0 | 3 |
## per-layer routing
layer / routed length (µm) / global-route usage, % / up-vias / part of all wire (%)
li1: - / - / 719 / -
met1: 1850 / 10.0 / 618 / 47
met2: 1930 / 12.8 / 38 / 49
met3: 177 / 0.347 / 0 / 4.5
met4: 0 / 0 / 0 / 0
met5: 0 / 0 / - / 0
## cell families after synthesis
group	count (synthesis)
AND-OR/OR-AND	52
multiplexers	16
buffers and inverters	16
adder cells (fa/ha/maj)	4
AND/OR/NAND/NOR	69
## final cells by class
cell class                      count  area, µm²
Tap cell                           77       96.3
Fill cell                         658       4560
Timing Repair Buffer               60        531
Multi-Input combinational cell    141       1120
Inverter                           11       46.3
## report_power, final
group	internal [µW]	switching [µW]
Combinational	76.4	63.1
Clock	0	0
Sequential	0	0
Total	76.4	63.1
## repair_timing
action                                  CTS  global route
resized                                   0            14
buffers inserted                          0             5
endpoints found under the setup margin    0             3
hold endpoints to repair                  0             0
Power is estimated from default activity; no workload was simulated.
