<file path="flow/design.v">
module Log2pipelined
(
	input [23:0]	DIN,
	input			clk,
	output	[7:0]	DOUT
);
reg	[3:0]	priencout1;
reg	[3:0]	priencout2;
reg	[3:0]	priencout3;
reg	[4:0]	barrelout;
reg	[19:0]	barrelin;
reg	[3:0]	LUTout; 
assign	DOUT	=	{priencout3, LUTout};	 
always @(posedge clk) 					
begin
	priencout2	<=	priencout1;
	priencout3	<=	priencout2;
	barrelin	<=	DIN[22:3];
end
wire [19:0] tmp1 =	(barrelin << ~priencout1);	 
always @(posedge clk)
begin
	barrelout	<=	tmp1[19:15];
end
wire	[15:0]	priencin = DIN[23:8];
always @(posedge clk)						 
casex (priencin)
	16'b1xxxxxxxxxxxxxxx:	priencout1	<=	15;
	16'b01xxxxxxxxxxxxxx:	priencout1	<=	14;
	16'b001xxxxxxxxxxxxx:	priencout1	<=	13;	
	16'b0001xxxxxxxxxxxx:	priencout1	<=	12;	
	16'b00001xxxxxxxxxxx:	priencout1	<=	11;	
	16'b000001xxxxxxxxxx:	priencout1	<=	10;	
	16'b0000001xxxxxxxxx:	priencout1	<=	9;	
	16'b00000001xxxxxxxx:	priencout1	<=	8;	
	16'b000000001xxxxxxx:	priencout1	<=	7;	
	16'b0000000001xxxxxx:	priencout1	<=	6;	
	16'b00000000001xxxxx:	priencout1	<=	5;	
	16'b000000000001xxxx:	priencout1	<=	4;	
	16'b0000000000001xxx:	priencout1	<=	3;	
	16'b00000000000001xx:	priencout1	<=	2;	
	16'b000000000000001x:	priencout1	<=	1;	
	16'b000000000000000x:	priencout1	<=	0;
endcase
always @(posedge clk)
case (barrelout)
	0:	LUTout	<=	0;
	1:	LUTout	<=	1;
	2:	LUTout	<=	1;
	3:	LUTout	<=	2;
	4:	LUTout	<=	3;
	5:	LUTout	<=	3;
	6:	LUTout	<=	4;
	7:	LUTout	<=	5;
	8:	LUTout	<=	5;
	9:	LUTout	<=	6;
	10:	LUTout	<=	6;
	11:	LUTout	<=	7;
	12:	LUTout	<=	7;
	13:	LUTout	<=	8;
	14:	LUTout	<=	8;
	15:	LUTout	<=	9;
	16:	LUTout	<=	9;
	17:	LUTout	<=	10;
	18:	LUTout	<=	10;
	19:	LUTout	<=	11;
	20:	LUTout	<=	11;
	21:	LUTout	<=	12;
	22:	LUTout	<=	12;
	23:	LUTout	<=	13;
	24:	LUTout	<=	13;
	25:	LUTout	<=	13;
	26:	LUTout	<=	14;
	27:	LUTout	<=	14;
	28:	LUTout	<=	14;	 
	29:	LUTout	<=	15;
	30:	LUTout	<=	15;
	31:	LUTout	<=	15;
endcase
endmodule
</file>
<file path="flow/run.sh">
#!/bin/bash
# OpenROAD 26Q1-2900-gdf79404cd8, Yosys 0.63+post, stock flow scripts
make -C /OpenROAD-flow-scripts/flow DESIGN_CONFIG=/design/flow/config.mk WORK_HOME=/design/flow/orfs finish
</file>
<file path="flow/config.mk">
export PLATFORM = sky130hd
export DESIGN_NAME = Log2pipelined
export DESIGN_NICKNAME = Log2pipelined
export VERILOG_FILES = /design/flow/design.v
export SDC_FILE = /design/flow/constraint.sdc
export NUM_CORES = 4
export LEC_CHECK = 1
export CORE_UTILIZATION = 30
</file>
<file path="flow/constraint.sdc">
current_design Log2pipelined

set clk_period 2.5
set clk_io_pct 0.2

create_clock -name clk0 -period $clk_period [get_ports {clk}]

set non_clock_inputs [all_inputs -no_clocks]
set_input_delay [expr $clk_period * $clk_io_pct] -clock clk0 $non_clock_inputs
set_output_delay [expr $clk_period * $clk_io_pct] -clock clk0 [all_outputs]
</file>
==> CHANGELOG.md <==
### Metrics

- Endpoints failing setup: 0
- CP Max Fanout: 12
- Fp util: 0.321
- R2R Setup Slk: 0.57 ns
- Max VDD drop: about 0.26 mV
- WL/cell: roughly 12 µm
- Top cells by area: dfxtp_1 (49%), mux4_2 (20%), mux4_1 (4.7%)
- CP Launch Type: flop
- Top-area cell share: 0.488
- Logic area: 792 µm²
- Max-cap violations: 0
- Dominant register cell: dfxtp_1
- Critical path arrival: 2.10 ns
- Status: complete, no violations
- Post-Synthesis Cells: 130
- Die H: 76.9 µm
- Critical Path RT: between 2 and 3 ns
- DR DRC count: 0
- Lkg Pwr: 0.000859 µW
- Hold WC Path Type: flop to flop
- Worst-Skew Late Latency: 0.29 ns
- Yosys top cell by instances: dfxtp_1
- Setup CP Type: flop to flop
- Fill cells: 477
- Register area: slightly above 800 µm²
- Seq pwr share: 0.539
- Comb pwr share: 0.156
- Hold Path Origin: priencout2[1]$_DFF_P_
- Routed Antenna Nets: 0
- TritonRoute pass-1 iters: 4
- Synth top cells by count: dfxtp_1 (41), mux4_2 (15), a21oi_1 (8)
- Clock power share: 0.305
- 1st-iter DRT viols: 20
- Post-CTS Setup Inserts: 0
- Rows: 26
- Vias in the first global route: roughly 1,100
- NetSw: 335 µW
- Hold Fails Final Rpt: 0
- DP HPWL: 2.09 mm
- Initial antenna violation count: 0
- Overall Power: 1390 µW
- CTS tree: built
- Worst-Margin Slew: between 0.6 and 0.7 ns
- Post-Route WL: 2.76 mm
- Sw Ratio: 0.240
- Power per cell area: 653 nW/µm²
- FF-to-FF path depth: 2
- Die Wd: 76.9 µm
- H-tree depth: 2
- Worst setup margin: 0.571 ns
- Synth cell types: 28
- Cell Int Power: 1060 µW
- Clock buffer count from CTS: 5
- R2R Path Start: priencout1[0]$_DFF_P_
- Core area: 5240 µm²
- Ys flops: 41
- Clk sink count: 41
- Skew final: between 0.005 and 0.006 ns
- Cell type with the largest total area: dfxtp_1
- Stage-log warning count: 30
- FMAX: approximately 0.52 GHz
- Place WS: approximately 0.55 ns
- Gp weighted congestion: 0.816
- Part of the cycle the worst path needs: 0.771
- Setup_tns: 0 ns
- GRT overflow: 0
- Largest net degree at the start of global routing: 15
- Yosys cell count: 130
- Layout area overhead: 26.6%
- Avg Cell Area, Syn: 12.9 µm²
- Chip area in the Yosys report: 1680 µm²
- Post-CTS sizing: 0
- Cell count of the worst hold path: 0
- Worst hold endpoint: priencout3[1]$_DFF_P_
- Clock root cell: clkbuf_8
- YS warnings: 1
- Global-route wire length before repair: 4.77 mm
- Longest Clk Path Bufs: 2
- Netlist Area Pre-Place: 1680 µm²
- RSZ-0062 raised after global routing: false
- Port Buffers: 29
- Layout cell share with drive strength beyond 1: 0.166
- Slew Viols, Final: 0
- GRT Total Usage: 0.105
- Capturing point of the worst reg2reg path: barrelout[1]$_DFF_P_
- Die area: about 5900 µm²
- Number of enable flip-flop cells: 0
- Synth async-reset ratio: 0
- I/O pins: 33
- Clock slew at reported path FFs: 0.08 ns
- Final Critical Period: 1.93 ns
- Post-synthesis sequential area ratio: 0.488
- CP Capture Type: flop
- Via count: between 1,000 and 1,500
- # diodes: 0
- CTS Hold Buffers Added: 0
- Post-DR vias/cell: 4.70
- Rel. slew slack: 0.595
-- critical path, stage by stage, from the launching register on --
cell	delay, ns
dfxtp_1	0.71
mux4_1	0.64
mux4_2	0.45
-- state kept, by name (all words and copies together) (netlist names) --
name	flops
LUTout	4
barrelin	20
barrelout	5
priencout1	4
priencout2	4
priencout3	4
-- placed cells by master (no fill, tap or decap), types with 4 or more instances in the layout --
master,count
inv_1,7
a21oi_1,8
nand2b_1,4
clkbuf_8,5
clkdlybuf4s50_1,29
o21ai_0,6
nor2_1,7
dfxtp_1,41
mux4_2,15
mux2i_1,6
-- how the worst max path moves through the flow --
| stage | startpoint | slack, ns | cells after the start | endpoint |
|---|---|---|---|---|
| global route | priencout1[0]$_DFF_P_ | 0.38 | 4 | barrelout[2]$_DFF_P_ |
| CTS | priencout1[0]$_DFF_P_ | 0.54 | 2 | barrelout[1]$_DFF_P_ |
| finish | priencout1[0]$_DFF_P_ | 0.57 | 2 | barrelout[1]$_DFF_P_ |
-- routing by layer --
metal  up-vias  track usage  part of all wire
met1       504        0.140              0.47
met4         0       0.0135             0.013
met3         5       0.0435             0.052
met2        30        0.168              0.47
met5         -            0                 0
li1        556            -                 -
-- power groups by stage --
stage / combinational, µW / clock (µW) / sequential [µW]
final: 218 / 424 / 749
after global routing: 238 / 484 / 759
after CTS: 220 / 448 / 750
-- cell type report --
cell class,count,area share
clock buffer,5,0.0323
clock inverter,3,0.0106
inverter,7,0.0123
multi-input combinational,75,0.372
sequential,41,0.385
tap,70,0.0411
timing repair buffer,32,0.147
-- through the flow --
stage               hold slack [ns]  area (µm²)   util  cells
floorplan                     0.310        1680      -    130
global placement              0.310        2040  0.389    225
detailed placement            0.315        2040  0.389    225
CTS                           0.328        2130  0.407    233
global route                  0.340        2130  0.407    233
finish                        0.329        2130  0.407    233
-- logic make-up after synthesis --
group | synth area share
AOI/OAI and AO/OA | 0.0840
DFF | 0.488
and+or+nand+nor | 0.0691
buffers and inverters | 0.0416
muxes | 0.290
xor gates and xnor gates | 0.00521
adders and majority gates | 0.0223
Power and IR drop assume default switching activity.
