==> design/flow/design.v <==
module Log2highacc
(
	input [23:0]	DIN,
	input			clk,
	output	[11:0]	DOUT
);
reg	[3:0]	priencout1;
reg	[3:0]	priencout2;
reg	[3:0]	priencout3;
reg	[5:0]	barrelout;
reg	[20:0]	barrelin;
reg	[7:0]	LUTout;
assign	DOUT	=	{priencout3, LUTout};	 
always @(posedge clk) 					
begin
	priencout2	<=	priencout1;
	priencout3	<=	priencout2;
	barrelin	<=	DIN[22:2];
end
wire [20:0] tmp1 =	(barrelin << ~priencout1);	 
always @(posedge clk)
begin
	barrelout	<=	tmp1[20:15];
end
wire	[15:0]	priencin = DIN[23:8];
always @(posedge clk)						 
casex (priencin)
	16'b1xxxxxxxxxxxxxxx:	priencout1	<=	15;
	16'b01xxxxxxxxxxxxxx:	priencout1	<=	14;
	16'b001xxxxxxxxxxxxx:	priencout1	<=	13;	
	16'b0001xxxxxxxxxxxx:	priencout1	<=	12;	
	16'b00001xxxxxxxxxxx:	priencout1	<=	11;	
	16'b000001xxxxxxxxxx:	priencout1	<=	10;	
	16'b0000001xxxxxxxxx:	priencout1	<=	9;	
	16'b00000001xxxxxxxx:	priencout1	<=	8;	
	16'b000000001xxxxxxx:	priencout1	<=	7;	
	16'b0000000001xxxxxx:	priencout1	<=	6;	
	16'b00000000001xxxxx:	priencout1	<=	5;	
	16'b000000000001xxxx:	priencout1	<=	4;	
	16'b0000000000001xxx:	priencout1	<=	3;	
	16'b00000000000001xx:	priencout1	<=	2;	
	16'b000000000000001x:	priencout1	<=	1;	
	16'b000000000000000x:	priencout1	<=	0;
endcase
always @(posedge clk)
case (barrelout)
	0:	LUTout	<=	0;
	1:	LUTout	<=	6;
	2:	LUTout	<=	11;
	3:	LUTout	<=	17;
	4:	LUTout	<=	22;
	5:	LUTout	<=	28;
	6:	LUTout	<=	33;
	7:	LUTout	<=	38;
	8:	LUTout	<=	44;
	9:	LUTout	<=	49;
	10:	LUTout	<=	54;
	11:	LUTout	<=	59;
	12:	LUTout	<=	63;
	13:	LUTout	<=	68;
	14:	LUTout	<=	73;
	15:	LUTout	<=	78;
	16:	LUTout	<=	82;
	17:	LUTout	<=	87;
	18:	LUTout	<=	92;
	19:	LUTout	<=	96;
	20:	LUTout	<=	100;
	21:	LUTout	<=	105;
	22:	LUTout	<=	109;
	23:	LUTout	<=	113;
	24:	LUTout	<=	118;
	25:	LUTout	<=	122;
	26:	LUTout	<=	126;
	27:	LUTout	<=	130;
	28:	LUTout	<=	134;
	29:	LUTout	<=	138;
	30:	LUTout	<=	142;
	31:	LUTout	<=	146;
	32:	LUTout	<=	150;
	33:	LUTout	<=	154;
	34:	LUTout	<=	157;
	35:	LUTout	<=	161;
	36:	LUTout	<=	165;
	37:	LUTout	<=	169;
	38:	LUTout	<=	172;
	39:	LUTout	<=	176;
	40:	LUTout	<=	179;
	41:	LUTout	<=	183;
	42:	LUTout	<=	186;
	43:	LUTout	<=	190;
	44:	LUTout	<=	193;
	45:	LUTout	<=	197;
	46:	LUTout	<=	200;
	47:	LUTout	<=	203;
	48:	LUTout	<=	207;
	49:	LUTout	<=	210;
	50:	LUTout	<=	213;
	51:	LUTout	<=	216;
	52:	LUTout	<=	220;
	53:	LUTout	<=	223;
	54:	LUTout	<=	226;
	55:	LUTout	<=	229;
	56:	LUTout	<=	232;
	57:	LUTout	<=	235;
	58:	LUTout	<=	238;
	59:	LUTout	<=	241;
	60:	LUTout	<=	244;
	61:	LUTout	<=	247;
	62:	LUTout	<=	250;
	63:	LUTout	<=	253;
endcase
endmodule
==> design/flow/run.sh <==
#!/bin/bash
# OpenROAD 26Q1-2900-gdf79404cd8, Yosys 0.63+post, stock flow scripts
make -C /OpenROAD-flow-scripts/flow DESIGN_CONFIG=/design/flow/config.mk WORK_HOME=/design/flow/orfs finish
==> design/flow/config.mk <==
export PLATFORM = sky130hd
export DESIGN_NAME = Log2highacc
export DESIGN_NICKNAME = Log2highacc
export VERILOG_FILES = /design/flow/design.v
export SDC_FILE = /design/flow/constraint.sdc
export NUM_CORES = 4
export LEC_CHECK = 1
export CORE_UTILIZATION = 40
==> design/flow/constraint.sdc <==
current_design Log2highacc

set clk_period 2.4
set clk_io_pct 0.2

create_clock -name clk0 -period $clk_period [get_ports {clk}]

set non_clock_inputs [all_inputs -no_clocks]
set_input_delay [expr $clk_period * $clk_io_pct] -clock clk0 $non_clock_inputs
set_output_delay [expr $clk_period * $clk_io_pct] -clock clk0 [all_outputs]
==> run notes <==
Figures from the flow reports.

Detailed routing:
- Nets still carrying antenna violations after routing amount to 0.
- The run gives the routed wire length as 4230 um.
- The DRC violation total left in the routed layout is recorded as 0.
- The run gives the wire length per cell after detailed routing as 12.9 um.
- The run puts the antenna diode count at 0.
- The run puts the detail-routed via count per cell at 5.31.
- The run puts the total via count in the routed design at 1741.
- The detailed router finished its first iteration with 44 violations.
- The run puts the number of detailed-route iterations in the first pass at 4.

Placed design:
- The run gives the count of port buffers added during placement as 34.
- The run gives the placed wire-length estimate after detailed placement as 3170 um.
- The run puts the placer's final routability congestion estimate at 0.854.
- The run gives the number of placed cells counting well taps as 320.

Clock network:
- Per the CTS log, the maximum H-tree level is 2.
- The run puts the clock-pin slew of the registers on the worst-case setup and hold paths at 0.09 ns.
- The run puts the total CTS buffers at 5.
- The clock tree has to reach 47 sinks.
- The run gives the maximum buffer depth of the clock tree as 2.
- TritonCTS built the clock tree.
- The skew report gives the latency at the later pin of the worst-skew pair as 0.30 ns.
- The run gives the root buffer cell as sky130_fd_sc_hd__clkbuf_8.
- The run gives the number of post-CTS setup repair buffers as 0.
- The run puts the number of cells upsized or downsized after cts at 0.
- The post-CTS hold buffer count recorded in the log is 0.

Setup path:
- Looking at the reg2reg group, the worst path starts from barrelout[0].
- The run gives the critical-path maximum fanout as 10.
- By startpoint and endpoint, the worst setup path is classified as register to register.
- Traced cell by cell, the critical path runs through inv_1 > ha_1 > nor2b_1 > a211oi_1 > a21oi_1 > mux4_2.
- The data required time reported for the critical path is 2.58 ns.
- For this run, the slowest stage of the critical path takes 0.53 ns.
- The run puts the data arrival time of the critical path at 2.26 ns.
- The run gives the cell with the biggest individual delay on the critical path as sky130_fd_sc_hd__dfxtp_1.
- Tracing the worst setup path back leads to its startpoint at barrelout[0].
- The run puts the minimum setup slack among reg-to-reg paths at 0.32 ns.
- The run gives the kind of end point of the critical path as a register.
- STA classifies the critical path startpoint as a register.

Flow run:
- The logs give a warning total of 34.
- The run puts the max-capacitance violation count at 0.

STA:
- The run puts the sum of negative setup slack at 0 ns.
- The run puts the final critical path time including I/O delays and setup at 2.08 ns.
- The run gives the final hold violation count as 0.
- The run gives the final tally of max-slew violations as 0.
- The final timing report lists clock skew as 0.00543 ns.
- Setup repair after global routing left no endpoint under its margin.
- The run gives the number of endpoints failing setup at the final stage as 0.
- The run puts the worst slew margin relative to its limit at 54.1%.
- The run gives the highest clock rate as 0.481 GHz.
- The run gives the post-route clock period utilization as 86.6%.
- The run gives the worst hold slack as 0.335 ns.
- The transition time recorded at the tightest slew-check pin is 0.688 ns.

Logic synthesis:
- The run puts the mean instance size in the synthesized netlist at 10.9 sq um.
- The synthesized design contains 47 register bits.
- The run puts the part of the Yosys area used for sequential elements at 39.2%.
- The run puts the number of enable-type register cells in the synthesized netlist at 0.
- The chip area line in the Yosys stat output reads 2400 sq um.
- The run gives the number of cells in Yosys stat as 220.
- The warning tally printed by Yosys for this design is 1.
- The run gives the prevailing post-synth register cell as sky130_fd_sc_hd__dfxtp_1.
- The synthesized netlist occupies a cell area of 2400 sq um.
- The run puts the fraction of registers with async set/reset at 0%.
- The run puts the distinct cell type count of the synthesized netlist at 42.
- The run puts the synthesized instance count at 220.

Floorplanning:
- The floorplan has 27 rows.
- Per the OpenROAD floorplan log, the width of the die is 79.5 um.
- The region available for standard cell placement spans 5640 sq um.
- The run gives the floorplan utilization as 42.6%.
- The die is 79.5 um tall.
- The run puts the floorplan die area at 6320 sq um.
- The run puts the top-level I/O count at 37.

Pwr:
- The run gives the design internal power as 1.39 mW.
- Summed over all nets, the switching power comes to 0.543 mW.
- The run gives the switching share of power as 28.1%.
- The run gives the combinational fraction of design power as 26.3%.
- The clock network burns 25.5% of the power.
- The run puts the share of power burned in registers at 48.2%.
- IR analysis of the VDD net gives a maximum drop of 272 uV.
- The run gives the total power density per cell area as 665 nW/um^2.
- The analysis attributes to cell leakage a power of 1.20 nW.
- The run puts the total power after layout at 1.93 mW.

Global route:
- The run puts the overall global routing resource usage at 14.9%.
- The run puts the pin count of the biggest net entering global routing at 21.
- The initial antenna violation count is 0.
- The run gives the wire length of the first global-routing pass as 7190 um.
- The total overflow left after global routing is 0.
- The run puts the via count of the first global-routing pass at 1623.

Layout:
- Per the run report, area growth between synthesis and finish was 21.1%.
- The run puts the final core area utilization at 51.5%.
- The run puts the share of cells above drive strength 1 at 16.0%.
- The run gives the number of non-filler instances in the completed layout as 328.

Hold path:
- The run gives the worst min-delay path startpoint as priencout2[0].
- Note that the worst hold path type here is register to register.

Status:
- The flow ran to the end, and the final reports show no timing, DRC or antenna violations.
## layout make-up
class,instances,area (sq um)
clock buffers,5,68.8
clock inverters,3,26.3
fillers,500,2730
inverters,12,45.0
multi-input cells,144,1310
flip-flops and latches,47,941
well taps,72,90.1
repair buffers,45,423
## cells in the final DEF (no fill, tap or decap), types with 6 or more instances in the layout
cell and instances:
sky130_fd_sc_hd__nor2_1 20, sky130_fd_sc_hd__mux2i_1 7, sky130_fd_sc_hd__o21ai_0 14, sky130_fd_sc_hd__ha_1 9
sky130_fd_sc_hd__clkdlybuf4s50_1 34, sky130_fd_sc_hd__a211oi_1 6, sky130_fd_sc_hd__inv_1 12, sky130_fd_sc_hd__nand2_1 6
sky130_fd_sc_hd__dfxtp_1 47, sky130_fd_sc_hd__buf_4 11, sky130_fd_sc_hd__nor2b_1 10, sky130_fd_sc_hd__mux4_2 16
sky130_fd_sc_hd__a21oi_1 13
## logic make-up after synthesis
| family | share of synthesized area (%) |
|---|---|
| AND-OR/OR-AND | 14.1 |
| multiplexers | 26.1 |
| XOR/XNOR | 0.365 |
| flip-flops | 39.2 |
| adder cells (fa/ha/maj) | 4.69 |
| buffers and inverters | 6.10 |
| AND/OR/NAND/NOR | 9.54 |
## path summary, 6_finish.rpt
path                                       to  depth (start not counted)
worst max-delay path                LUTout[1]                          6
worst min-delay path            priencout3[0]                          0
worst max register to register      LUTout[1]                          6
worst min register to register  priencout3[0]                          0
## critical path: cells and delay by family, from the launching register on
kind,cells,cell delay [ns]
flops,1,0.53
compound gates,2,0.28
fa+ha+maj,1,0.34
simple gates,1,0.13
mux,1,0.48
buf+inv,1,0.20
## layer usage
metal / wire length [um] / GRT usage (%) / vias up
met2: 2110 / 24.7 / 39
li1: - / - / 885
met5: 0 / 0 / -
met3: 149 / 2.90 / 4
met4: 37 / 2.18 / 0
met1: 1930 / 21.4 / 813
## flip-flops by register name (all words and copies together) (netlist names)
register,count
priencout3,4
LUTout,8
priencout1,4
barrelin,21
priencout2,4
barrelout,6
## power groups by stage
stage	clock [mW]	sequential, mW	combinational (mW)
final	0.494	0.932	0.507
after global routing	0.550	0.946	0.563
after CTS	0.521	0.933	0.510
## cells in the mapped netlist, types with 3 or more instances
master / n / share of area (%)
sky130_fd_sc_hd__a21oi_1: 13 / 2.7
sky130_fd_sc_hd__o21ai_0: 14 / 2.9
sky130_fd_sc_hd__dfxtp_1: 47 / 39
sky130_fd_sc_hd__clkbuf_1: 6 / 0.94
sky130_fd_sc_hd__ha_1: 9 / 4.7
sky130_fd_sc_hd__mux2_2: 3 / 1.4
sky130_fd_sc_hd__nand2b_1: 3 / 0.78
sky130_fd_sc_hd__mux4_1: 5 / 5.5
sky130_fd_sc_hd__mux4_2: 16 / 15
sky130_fd_sc_hd__nor2b_1: 10 / 2.6
sky130_fd_sc_hd__o22ai_1: 3 / 0.78
sky130_fd_sc_hd__mux2i_1: 7 / 2.9
sky130_fd_sc_hd__buf_2: 5 / 1.0
sky130_fd_sc_hd__inv_1: 12 / 1.9
sky130_fd_sc_hd__buf_6: 3 / 1.4
sky130_fd_sc_hd__a211oi_1: 6 / 1.9
sky130_fd_sc_hd__nor2_1: 20 / 3.1
sky130_fd_sc_hd__nand2_1: 6 / 0.94
## stage by stage
step / worst slack, ns / area (sq um)
floorplan: 0.309 / 2400
global placement: 0.338 / 2810
detailed placement: 0.349 / 2810
CTS: 0.327 / 2910
global route: 0.171 / 2910
finish: 0.322 / 2910
Power figures rest on the tool's default switching activity, not on a simulated workload.
